==> /design/flow/design.v <==
module ASYC_FIFO  #(parameter DATA_WIDTH =8 , parameter ADRRSIZE=3)
(
input wire wclk,
input wire wrst_n,
input wire winc,
input wire rclk,
input wire rrst_n,
input wire rinc,
input wire [DATA_WIDTH-1:0] wdata,
output wire wfull,
output wire rempty,
output wire [DATA_WIDTH-1:0] rdata
);
wire [ADRRSIZE-1:0] waddr;
wire [ADRRSIZE-1:0] raddr;
wire [ADRRSIZE:0]   wq2_rptr;
wire [ADRRSIZE:0]   wptr_gray;
wire [ADRRSIZE:0]   rq2_wptr;
wire [ADRRSIZE:0]   rptr_gray;
FIFO_MEM #(.DATA_WIDTH(DATA_WIDTH) , .ADRRSIZE(ADRRSIZE)) FM0(
.wdata(wdata),
.winc(winc),
.waddr(waddr),
.raddr(raddr),
.rdata(rdata),
.wfull(wfull),
.wclk(wclk)
);
FIFO_wptr #(.ADRRSIZE(ADRRSIZE)) FW (
.wfull(wfull),
.wclk(wclk),
.winc(winc),
.wrst_n(wrst_n),
.wptr_gray(wptr_gray),
.wq2_rptr(wq2_rptr),
.waddr(waddr)
);
FIFO_rptr #(.ADRRSIZE(ADRRSIZE)) FR (
.rclk(rclk),
.rrst_n(rrst_n),
.rinc(rinc),
.rempty(rempty),
.rptr_gray(rptr_gray),
.rq2_wptr(rq2_wptr),
.raddr(raddr)
);
sync_r2w #(.ADRRSIZE(ADRRSIZE)) DFr2w (
.wclk(wclk),
.wrst_n(wrst_n),
.rptr_gray(rptr_gray),
.wq2_rptr(wq2_rptr)
);
sync_w2r #(.ADRRSIZE(ADRRSIZE)) DFw2r ( 
.rclk(rclk),
.rrst_n(rrst_n),
.wptr_gray(wptr_gray),
.rq2_wptr(rq2_wptr)
);
endmodule 
module FIFO_rptr #(parameter ADRRSIZE=3)
(
input wire rinc,
input wire rclk,
input wire rrst_n,
input wire  [ADRRSIZE:0]   rq2_wptr,
output wire [ADRRSIZE-1:0] raddr,
output reg  [ADRRSIZE:0]   rptr_gray,
output reg rempty
);
reg [ADRRSIZE:0]  rptr_bin;
wire EMPTY;
assign EMPTY = (rptr_gray == rq2_wptr);
assign raddr = rptr_bin[ADRRSIZE-1:0];
always @(posedge rclk or negedge rrst_n)
   begin
   if(!rrst_n)
     begin
	    rptr_bin  <= 'b0;
	 end 	
   else if (rinc && !rempty)
	 begin
	    rptr_bin  <= rptr_bin +1;
	 end 
   end 
always @(*)
   begin
    if(EMPTY)
	rempty = 'b1;
	else 
	rempty = 'b0;
 end 
 always@(*)
 begin
    rptr_gray = (rptr_bin >> 1)^rptr_bin;
 end
endmodule 
module FIFO_wptr #(parameter ADRRSIZE=3)
(
input wire winc,
input wire wclk,
input wire wrst_n,
input wire [ADRRSIZE:0] wq2_rptr,   
output reg wfull,
output wire [ADRRSIZE-1:0] waddr,
output reg [ADRRSIZE:0] wptr_gray
);
reg [ADRRSIZE:0] wptr_bin;
wire FULL;
assign FULL = ( wptr_gray[3] != wq2_rptr[3] && wptr_gray[2] != wq2_rptr[2] && wptr_gray[1:0] == wq2_rptr[1:0]);
assign waddr = wptr_bin[ADRRSIZE-1:0];    
always @(posedge wclk or negedge wrst_n)
  begin
    if (!wrst_n)
	  begin
	   wptr_bin  <= 'b0;
	   end
	else if (winc && !wfull)
	  begin
		wptr_bin  <= wptr_bin + 1;
	  end 
  end 
always @(*)
  begin
   if(FULL)
    wfull = 'b1;
	else
	wfull = 'b0;
   end
always @(*)
begin
wptr_gray = (wptr_bin >> 1) ^ wptr_bin;
end 
endmodule    
module FIFO_MEM   #(parameter DATA_WIDTH =8 , parameter ADRRSIZE=3)
(
input wire wfull,
input wire winc,
input wire wclk,
input wire [ADRRSIZE-1:0] waddr,
input wire [DATA_WIDTH-1:0] wdata,
input wire [ADRRSIZE-1:0] raddr,
output wire [DATA_WIDTH-1:0] rdata
);
localparam DEPTH = 1 << ADRRSIZE; 
reg[DATA_WIDTH-1:0] mem[DEPTH-1:0];   
assign rdata = mem[raddr];
always @(posedge wclk)
  begin
    if(winc && !wfull)
	 begin
	  mem[waddr] <= wdata;
	 end
  end 
endmodule   
module sync_r2w #(parameter ADRRSIZE=3)
(
input wire wclk,
input wire wrst_n,
input wire [ADRRSIZE:0] rptr_gray,
output reg [ADRRSIZE:0] wq2_rptr
);
reg [ADRRSIZE:0] wq1_rptr;
always @(posedge wclk or negedge wrst_n)
  begin
	if(!wrst_n)
	 begin
	  wq1_rptr <= 'b0;
	  wq2_rptr <= 'b0;
	 end 
	else 
	 begin
	  wq1_rptr <= rptr_gray;
	  wq2_rptr <= wq1_rptr;
	 end 		
  end
endmodule
module sync_w2r #(parameter ADRRSIZE=3)
(
input wire rclk,
input wire rrst_n,
input wire [ADRRSIZE:0] wptr_gray,
output reg [ADRRSIZE:0] rq2_wptr
);
reg [ADRRSIZE:0] rq1_wptr;
always @(posedge rclk or negedge rrst_n)
  begin
	if(!rrst_n)
	 begin
	  rq1_wptr <= 'b0;
	  rq2_wptr <= 'b0;
	 end 
	else 
	 begin
	  rq1_wptr <= wptr_gray;
	  rq2_wptr <= rq1_wptr;
	 end 	 
  end 
endmodule   
==> /design/flow/run.sh <==
#!/bin/bash
# OpenROAD 26Q1-2900-gdf79404cd8, Yosys 0.63+post, stock flow scripts
make -C /OpenROAD-flow-scripts/flow DESIGN_CONFIG=/design/flow/config.mk WORK_HOME=/design/flow/orfs finish
==> /design/flow/config.mk <==
export PLATFORM = sky130hd
export DESIGN_NAME = ASYC_FIFO
export DESIGN_NICKNAME = ASYC_FIFO
export VERILOG_FILES = /design/flow/design.v
export SDC_FILE = /design/flow/constraint.sdc
export NUM_CORES = 4
export LEC_CHECK = 1
export CORE_UTILIZATION = 30
==> /design/flow/constraint.sdc <==
current_design ASYC_FIFO

set clk_period 5.0
set clk_io_pct 0.2

create_clock -name clk0 -period $clk_period [get_ports {rclk}]
create_clock -name clk1 -period $clk_period [get_ports {wclk}]

set non_clock_inputs [all_inputs -no_clocks]
set_input_delay [expr $clk_period * $clk_io_pct] -clock clk0 $non_clock_inputs
set_output_delay [expr $clk_period * $clk_io_pct] -clock clk0 [all_outputs]
==> results.txt <==
The synthesis and place-and-route flow finished, so here is a summary.

The total of endpoints with negative setup slack in the final report came out at 0. The post-cts repair resize count came out at 0. The leading cell type in the layout, fill and taps excluded is edfxtp_1. The flow ran to the end, and the final reports show no timing, DRC or antenna violations. Per the detail_route report, inserted antenna diodes total 0.

The worst hold path depth is 0. Setup repair after global routing left no endpoint under its margin. Summed over all layers, the routed wires come to 5.81 mm.

Per the timing report, the most critical flop-to-flop path finishes at FM0.mem[5][6]. The synthesized netlist occupies a cell area of 3480 µm². Max-cap violations in this run came to 0. In this run the horizontal extent of the chip is 110 µm. The number of buffers inserted for hold repair after clock tree synthesis is 0. The worst setup path is of the flip-flop to primary output kind.

The core area is 11,100 µm². For this run, the detailed router's first-pass iteration total came to 4. The area after detailed placement came out at 3880 µm². The number of cells after detailed placement is 328. The tally of buffers added on design ports is 22. The worst min-delay path class is flip-flop to flip-flop. The global-route wire length before repair came out at 9.26 mm. The filler cells instantiated in the layout total 957. Looking at the VDD voltage map, the peak drop is 0.302 mV. The minimum setup slack among reg-to-reg paths came out at 2.56 ns. The layout summary lists the proportion of cells stronger than drive strength 1 as 26.9%. The starting utilization of the core area came out at 31.4%. The post-synth register bit count is 88. For this design the ratio of total power to cell area is 653 nW/µm². TritonRoute output was used to compute an average wire per cell of 16.7 µm. According to the floorplan report, the die height is 110 µm.

The distinct cell type count after synthesis is 24. The area figure in the yosys stat output came out at 3480 µm². The total number of yosys warnings came out at 5.

The number of global-route vias before repair was 1,717. The signed area change from the synthesized netlist to the final layout is 23.4%. The clock transition at the registers of the reported paths came out at 0.06 ns. Once layout is complete, the cells apart from fillers number 348.

The count of final hold-check violations is 0. The number of antenna violations at the first check in global routing came to 0. The routed layout has 1,550 vias. The critical hold path startpoint is DFw2r.rq1_wptr[0]. The endpoint required time on the critical path came out at 4.00 ns. Dividing the detail-routed via count by the number of cells gives 4.45. The logic depth of the worst register-to-register path came out at 6.

The post-CTS setup buffer count is 0. TritonCTS built the clock tree. The weighted congestion reported at the end of routability-driven placement came out at 0.732. The highest fanout seen on the critical path is 5. Sequential cells were found to cover 72.5% of the synthesized design area.

For this block, the initial DRC count from the detailed router was 56. The worst hold path terminates at DFw2r.rq2_wptr[0]. During I/O placement, the number of pins put on the boundary was 24.

The endpoint arrival time on the critical path is 2.45 ns. The normalized max-slew margin is 60.9%. For this run, the total global-route usage over all layers was measured as 11.4%. The slew at the pin with the worst max-slew slack is 0.586 ns. The count of final max-slew check failures came out at 0. The cell count in the Yosys report is 167. The worst clock skew is 0.00615 ns. The remaining antenna violation count after routing is 0. The completed layout was analyzed and its total power is 2.80 mW. The number of sinks driven by the clock tree is 88. The leakage component of the power was reported as 1.54 nW. The total number of warnings across the stage logs is 29.

The kind of end point of the critical path is a primary output. The startpoint kind of the worst setup timing path is a flip-flop. The count of mapped cells out of synthesis came out at 167. The tightest hold path in the finished design has a slack of 0.342 ns. The synthesized area per cell came out at 20.8 µm². The die area is 12,000 µm².

The DRC violation total left in the routed layout is recorded as 0. The floorplan has 38 rows. The remaining global-route overflow is 0. Entering global routing, the biggest net connects 20 pins.

After routing the design area is 4290 µm². The setup TNS after final layout is 0 ns. The top cell types in the final layout, fill and taps aside, are 64 x edfxtp_1, 24 x dfrtp_1, 22 x clkdlybuf4s50_1.

The launch point of the worst reg-to-reg path is FW.wptr_bin[2]. The sum of net half-perimeters after detailed placement came out at 3.50 mm.
==> power breakdown <==
group / switching [mW] / internal [mW]
logic: 0.384 / 0.491
clock network: 0.282 / 0.557
registers: 0.107 / 0.980
==> critical path: stages, from the launching register on <==
cell	delay, ns
dfrtp_1	0.42
inv_1	0.13
ha_1	0.33
xor2_1	0.19
or4_4	0.54
inv_1	0.07
clkdlybuf4s50_1	0.44
==> flip-flops by register name (all words and copies together), names as in the netlist <==
name,count
DFw2r.rq2_wptr,4
DFw2r.rq1_wptr,4
DFr2w.wq1_rptr,4
FR.rptr_bin,4
FW.wptr_bin,4
FM0.mem,64
DFr2w.wq2_rptr,4
==> stage by stage <==
step	utilization [%]	setup slack (ns)
after floorplan	-	2.35
final	38.7	1.55
after global routing	38.7	1.44
after detailed placement	35.1	1.90
after CTS	38.7	1.53
after global placement	35.1	1.93
==> metal layers <==
layer  routed length [µm]  track usage (%)
met3                  466             5.32
met5                    0                0
met4                  122             2.29
met1                 2570             16.5
met2                 2650             16.6
==> synth_stat cells, drive strengths merged <==
cell type / n / share of area [%]
and2: 3 / 0.54
and3: 2 / 0.65
buf: 3 / 0.50
clkbuf: 5 / 0.65
dfrtp: 24 / 17
edfxtp: 64 / 55
ha: 7 / 2.5
inv: 4 / 0.43
mux2: 10 / 3.2
mux4: 16 / 10
nand2: 2 / 0.22
nor2: 3 / 0.32
nor3b: 4 / 0.86
nor4: 1 / 0.18
o41ai: 2 / 1.6
or4: 1 / 0.32
xnor2: 4 / 1.2
xnor3: 1 / 0.65
xor2: 10 / 2.5
xor3: 1 / 0.68
==> kinds of logic after synthesis <==
kind of cell | after synthesis | synth area share, %
AND/OR/NAND/NOR | 16 | 3.09
flip-flops | 88 | 72.5
AND-OR/OR-AND | 2 | 1.58
adder cells (fa/ha/maj) | 7 | 2.52
buffers and inverters | 12 | 1.58
multiplexers | 26 | 13.6
XOR/XNOR | 16 | 5.07
==> how the worst max path moves through the flow <==
| stage | startpoint | end | slack [ns] |
|---|---|---|---|
| 4_1_cts | FW.wptr_bin[2] | wfull | 1.53 |
| 5_1_grt | FW.wptr_bin[2] | wfull | 1.44 |
| 6_report | FW.wptr_bin[2] | wfull | 1.55 |
==> cell type report <==
cell class / count / area (µm²) / share of cell area [%]
multi-input cells: 67 / 900 / 21.0
well taps: 140 / 175 / 4.08
clock buffers: 14 / 318 / 7.41
flip-flops and latches: 88 / 2520 / 58.8
inverters: 4 / 15.0 / 0.350
clock inverters: 6 / 88.8 / 2.07
repair buffers: 29 / 273 / 6.36
Power and IR drop assume default switching activity.
